<file path="design.v">
module adder_16 (
    input  [15:0] x,
    input  [15:0] y,
    output [15:0] sum
);
  wire [16:0] c;
  assign c[0] = 0;
  genvar i;
  generate
    for (i = 0; i < 16; ++i) begin : g_adder_chain
      full_adder fa (
          .x(x[i]),
          .y(y[i]),
          .z(c[i]),
          .sum(sum[i]),
          .carry(c[i+1])
      );
    end
  endgenerate
endmodule
module full_adder (
    input  bit x,
    input  bit y,
    input  bit z,
    output bit sum,
    output bit carry
);
  bit s1, s2, c1, c2;
  half_adder ha1 (
      .x,
      .y,
      .sum  (s1),
      .carry(c1)
  );
  half_adder ha2 (
      .x(z),
      .y(s1),
      .sum,
      .carry(c2)
  );
  always_comb begin
    carry = c1 | c2;
  end
endmodule
module half_adder (
    input  bit x,
    input  bit y,
    output bit sum,
    output bit carry
);
  always_comb begin
    sum   = x ^ y;
    carry = x & y;
  end
endmodule
module inc_16 (
    input  [15:0] in,
    output [15:0] out
);
  logic [15:0] one = 16'h1;
  adder_16 fa (
      .x  (in),
      .y  (one),
      .sum(out)
  );
endmodule
</file>
<file path="run.sh">
#!/bin/bash
# OpenROAD 26Q1-2900-gdf79404cd8, Yosys 0.63+post, stock flow scripts
make -C /OpenROAD-flow-scripts/flow DESIGN_CONFIG=/design/flow/config.mk WORK_HOME=/design/flow/orfs finish
</file>
<file path="config.mk">
export PLATFORM = sky130hd
export DESIGN_NAME = inc_16
export DESIGN_NICKNAME = inc_16
export VERILOG_FILES = /design/flow/design.v
export SDC_FILE = /design/flow/constraint.sdc
export NUM_CORES = 4
export LEC_CHECK = 1
export CORE_AREA = 10 10 70 70
export DIE_AREA = 0 0 80 80
</file>
<file path="constraint.sdc">
current_design inc_16

set clk_period 3.4
set clk_io_pct 0.2

create_clock -name clk0 -period $clk_period

set non_clock_inputs [all_inputs -no_clocks]
set_input_delay [expr $clk_period * $clk_io_pct] -clock clk0 $non_clock_inputs
set_output_delay [expr $clk_period * $clk_io_pct] -clock clk0 [all_outputs]
</file>
==> deck_impl_summary.md <==
Physical Implementation Snapshot

Synth
  • Yosys aoi share: 0%
  • Ys Warns: 3
  • Area leader share: a little under three fifths
  • Synthesized area: 308 µm²
  • Dominant comb cell: adder cells
  • Yosys cell count: 32
  • Syn Inst Count: 32
  • Yosys xor share: 2.85%
  • Synth Area in Simple Gates: 0%
  • Avg Synthesized Cell Area: 9.62 µm²
  • Synth mux share: 0%
  • Cell area leaders: ha_1, buf_4, xor2_1
  • Adder Share, Synth: 56.9%
  • Synth top cells by count: buf_4, ha_1, inv_1, xor2_1
  • Seq share, synth: 0%
  • Largest area contributor in the netlist: ha_1
  • Most frequent cell after synthesis: buf_4
  • Synthesis area per yosys: 308 µm²
  • Yosys cell types: 4

Power
  • LEAKAGE: 0.274 nW
  • Clock share of power: 0%
  • Part of the power in registers: 0%
  • Cell internal pwr: approximately 0.044 mW
  • Switch share: a little over a quarter
  • Design Power: 0.0595 mW
  • Power Dens Cells: 79.1 mW/mm²
  • Max IR drop VDD: approximately 0.030 mV
  • Psw: 0.0160 mW
  • Combinational power share: 100.0%

Timing
  • Hold Slack: ~2 ns
  • Post-route minimum period: roughly 3.8 ns
  • Rel. slew slack: about nine tenths
  • Worst-margin pin slew: 0.131 ns
  • Final Max Slew Viols: 0
  • Max Clk Rate: 0.261 GHz
  • Setup-failing EPs final: 4
  • Final Hold Vio Count: 0
  • Fin worst setup slack: -0.429 ns
  • TNS Setup: -1.10 ns
  • Post-layout period usage: 113%
  • Unrepaired setup endpoints after global routing: yes

Drt
  • Antenna fix cells: 0
  • DR WL/cell: ~11 µm
  • WL final: between 1000 and 1500 µm
  • DR iter-0 viols: 0
  • Post-DRT Antenna Nets: 0
  • Vias: 278
  • Residual DRC: 0
  • Via density: 2.90
  • Initial DRT Pass Iterations: 1

Placement
  • # port buffers: 32
  • Post-place instance area: 748 µm²
  • Post-Place Setup Slack: -1.27 ns
  • Routability Congestion: a little under 0.8
  • Dpl hpwl: 1010 µm

Floorplan
  • Row cnt: 21
  • Die height: approximately 80 µm
  • Core area: 0.00342 mm²
  • Fp util: 9.01%
  • Die Size: 0.00640 mm²
  • Ports: 32
  • Die W: 80 µm

Worst setup path
  • Max stage delay on crit path: ~0.15 ns
  • Critical Path End Type: output pin
  • Critical Path RT: 2.72 ns
  • Arrival time worst endpoint: between 3 and 4 ns
  • Worst setup SP type: input pin
  • Kind of critical path: in -> out
  • Slowest cell on the critical path: ha_4
  • Cell Chain, Critical Path: buf_8 -> ha_4 -> ha_4 -> ha_4 -> ha_4 -> ha_4 -> ha_4 -> ha_4 -> ha_4 -> ha_4 -> ha_4 -> ha_4 -> ha_4 -> ha_4 -> ha_4 -> xor2_1 -> buf_2
  • CP Max Fanout: 2
  • Most numerous cell on the critical path: ha_4

Final layout
  • Final-layout clock buffer total: 0
  • Fraction of layout cells with a size suffix above 1: 46.0%
  • Fillcell total: 374
  • Synth-to-Final Area Change: 144%
  • MI comb area: roughly 360 µm²
  • Finished Cell Area: 752 µm²
  • Flop area: 0 µm²
  • Seq_cells: 0

Flow run
  • Max_cap viols: 0
  • OpenROAD warning count: 38

GRT
  • First-pass GRT wire length: around 1800 µm
  • Initial antenna violation count: 0
  • Largest net degree at the start of global routing: 3
  • GRT overflow: 0
  • Total track usage: 3.44%
  • Vias in the first global route: 349

Status
  • Status: finished with violations
  • Violated checks: setup timing

Clocking
  • Cts hold-fix bufs: 0

Worst hold path
  • Worst Hold Class: in -> out
[logic make-up after synthesis]
kind of cell             Yosys count
buffers and inverters             17
adder cells (fa/ha/maj)           14
XOR/XNOR                           1
[per-stage QoR]
| stage | util (%) | std cells |
|---|---|---|
| after floorplan | - | 32 |
| after global placement | 21.9 | 95 |
| final | 22.0 | 96 |
| after global routing | 22.0 | 96 |
| after detailed placement | 21.9 | 95 |
| after CTS | 21.8 | 96 |
[per-layer routing]
metal | global-route usage, % | vias to the layer above | part of all wire, %
met5 | 0 | - | 0
met4 | 0 | 0 | 0
met1 | 3.69 | 117 | 39
li1 | - | 129 | -
met2 | 4.57 | 32 | 30
met3 | 4.09 | 0 | 31
[what timing repair did]
item / in CTS / in global routing
resized: 33 / 1
setup endpoints to repair: 9 / 4
buffers inserted: 1 / 0
pin swaps: 14 / 0
[power groups by stage]
stage	logic, mW	clock network, mW	registers (mW)
after CTS	0.0603	0	0
final	0.0595	0	0
after global routing	0.0680	0	0
[area by class of cell]
type | instances | share of cell area, %
Timing Repair Buffer | 34 | 44.1
Inverter | 1 | 0.499
Multi-Input combinational cell | 15 | 47.8
Tap cell | 46 | 7.65
[worst max-delay path: cells and delay by family]
family	cells	cell delay (ns)
buffers and inverters	2	0.21
adder cells (fa/ha/maj)	14	2.10
XOR/XNOR	1	0.13
[path summary, 6_finish.rpt]
check / from / end / slack [ns] / depth (start not counted)
worst max-delay path: in[0] / out[15] / -0.43 / 17
worst min-delay path: in[15] / out[15] / 2.00 / 3
[cells in the final DEF (no fill, tap or decap)]
| cell | netlist | final |
|---|---|---|
| clkdlybuf4s50_1 | 0 | 21 |
| ha_4 | 0 | 14 |
| buf_6 | 0 | 4 |
| dlygate4sd2_1 | 0 | 3 |
| buf_2 | 0 | 2 |
| buf_4 | 16 | 2 |
| inv_1 | 1 | 1 |
| xor2_1 | 1 | 1 |
| buf_8 | 0 | 1 |
| clkdlybuf4s15_1 | 0 | 1 |
No activity file was given, so power comes from the tool's default toggle rates.
