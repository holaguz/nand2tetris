File: flow/run.sh
#!/bin/bash
# OpenROAD 26Q1-2900-gdf79404cd8, Yosys 0.63+post, stock flow scripts
make -C /OpenROAD-flow-scripts/flow DESIGN_CONFIG=/design/flow/config.mk WORK_HOME=/design/flow/orfs finish
File: flow/config.mk
export PLATFORM = sky130hd
export DESIGN_NAME = alu
export DESIGN_NICKNAME = alu
export VERILOG_FILES = /design/flow/design.v
export SDC_FILE = /design/flow/constraint.sdc
export NUM_CORES = 4
export LEC_CHECK = 1
export CORE_AREA = 10 10 98 98
export DIE_AREA = 0 0 108 108
File: flow/constraint.sdc
current_design alu

set clk_period 8.4
set clk_io_pct 0.2

create_clock -name clk0 -period $clk_period

set non_clock_inputs [all_inputs -no_clocks]
set_input_delay [expr $clk_period * $clk_io_pct] -clock clk0 $non_clock_inputs
set_output_delay [expr $clk_period * $clk_io_pct] -clock clk0 [all_outputs]
File: flow/design.v
module alu (
    input logic [15:0] x,
    input logic [15:0] y,
    input bit zx,   
    input bit nx,   
    input bit zy,   
    input bit ny,   
    input bit f,   
    input bit no,  
    output logic [15:0] out,
    output bit zr,
    output bit ng
);
  logic [15:0] x_, y_, out_;
  assign out = out_;
  always_comb begin
    if (zx) x_ = 16'h0;
    else x_ = x;
    if (nx) x_ = ~x_;
    if (zy) y_ = 16'h0;
    else y_ = y;
    if (ny) y_ = ~y_;
    if (f) out_ = x_ + y_;
    else out_ = x_ & y_;
    if (no) out_ = ~out_;
    zr = !(|out_);
    if (out_[15]) ng = '1;
    else ng = '0;
  end
endmodule
==> impl_metrics.py <==
# Generated from Yosys and OpenROAD reports
metrics = {
    "run_status": {
        "outcome": "completed",
    },
    "grt": {
        "overflow": 0,
        "grt_first_pass_wirelength_um": 8680,
        "antenna_found_initial": 0,
        "grt_max_degree": 28,
        "grt_usage": 0.0862,
        "grt_pass1_vias": 1767,
    },
    "setup_path": {
        "cpLargestDelayFamily": "buffers and inverters",
        "path_cells": "clkdlybuf4s50_1 -> nand2b_1 -> xnor2_1 -> ha_1 -> fa_1 -> a21o_1 -> a221oi_2 -> nor4_1 -> o31ai_1 -> nand4b_1 -> o311a_2 -> xnor2_1 -> nor4_2 -> clkdlybuf4s50_1",
        "cp_max_fo": 16,
        "crit_type": "input port to primary output",
        "crit_arrival_ns": 5.62,
        "end_kind": "primary output",
        "cp_slowest_stage_delay_ns": 0.63,
        "start_kind": "input port",
        "worst_ep_required_time_ns": 6.72,
        "critPathBufInv": 2,
        "cp_slowest_cell": "clkdlybuf4s50_1",
    },
    "floorplan": {
        "io_pins": 56,
        "initial_core_util": 0.235,
        "core-area_sq_um": 7650,
        "die_y_um": 108,
        "rows": 32,
        "chipWidth_um": 108,
        "die-area_sq_um": 11700,
    },
    "detailed_routing": {
        "drt_pass1_iterations": 4,
        "routed_wl_um": 4940,
        "vias_per_cell": 4.56,
        "vias": 1742,
        "wl_per_cell_um": 12.9,
        "drtIter0Drc": 109,
        "antennaDiodeCount": 0,
        "drcViolationCount": 0,
        "ant_nets": 0,
    },
    "sta": {
        "fin_crit_ns": 7.30,
        "tns_ns": 0,
        "worst_pin_slew_ns": 0.720,
        "setup_viol": 0,
        "max_freq_mhz": 137,
        "finalMaxSlewViolations": 0,
        "grt_setup_unrepaired": "no",
        "slew_headroom": 0.519,
        "hold_viol_final": 0,
        "fin_crit_sh": 0.869,
    },
    "synth": {
        "synth_cells": 235,
        "yosys-top-cells-count": "xnor2_1, nand2b_1, ha_1",
        "postSynthSeqShare": 0,
        "yosysMostFrequentCell": "xnor2_1",
        "topCellsByArea": "xnor2_1, ha_1, nand2b_1",
        "yosysTopAreaCellShare": 0.263,
        "yosysTopAreaCell": "xnor2_1",
        "syn_area_sq_um": 1800,
        "synth_cell_types": 54,
        "yosys_warnings": 1,
        "ys_area_sq_um": 1800,
        "yosysCellCount": 235,
        "syn_area_per_cell_sq_um": 7.64,
    },
    "layout": {
        "fin_area_sq_um": 2410,
        "layout-drive-gt1-share": 0.0464,
        "syn2layout_area_growth_pct": 34.4,
        "clkbuf_count": 0,
        "regArea_sq_um": 0,
        "n_sequential_cell": 0,
    },
    "pwr": {
        "power_uw": 273,
        "ir_drop_mv": 0.0252,
        "p_leak_nw": 0.860,
        "cellPowerDensity_nw_per_um2": 113,
    },
    "worst_hold_path": {
        "hp-class": "input port to primary output",
        "holdPathEnd": "out[6]",
        "min_path_cells": 5,
        "worstHoldStart": "f",
    },
    "placed_design": {
        "place_congestion": 0.839,
        "dp_hpwl_um": 4360,
        "io_buffers": 56,
        "place_area_sq_um": 2410,
    },
    "run": {
        "max_cap_viol_count": 0,
        "openroad.warnings": 32,
    },
    "clock_network": {
        "postCtsSetupBuffers": 0,
        "ctsResizeCount": 0,
        "ctsHoldBuffers": 0,
    },
}
[where the power goes]
part,internal (mW),switching [mW],leakage [nW],total (mW)
sequential,0,0,0,0
combinational,0.151,0.122,0.860,0.273
clock,0,0,0,0
total,0.151,0.122,0.860,0.273
[worst min-delay path, stage by stage]
cell             delay, ns
clkdlybuf4s50_1       0.39
buf_4                 0.23
mux2i_1               0.16
xnor2_1               0.14
clkdlybuf4s50_1       0.42
[layout by cell type, fill, tap and decap left out, drive strengths merged, types with 6 or more instances in the layout]
cell type,netlist,layout
a21o,6,6
a21oi,9,9
clkdlybuf4s50,0,56
ha,16,16
inv,7,7
mux2i,9,9
nand2,11,11
nand2b,32,32
o21ai,9,9
xnor2,54,54
[worst max-delay path by stage]
| stage | cells after the start | slack, ns | start | endpoint |
|---|---|---|---|---|
| final | 14 | 1.10 | zy | zr |
| after global routing | 14 | 0.60 | zy | zr |
| after CTS | 14 | 1.05 | zy | zr |
[area by class of cell]
type / count / area (sq um)
inverters: 8 / 30.0
fillers: 804 / 5240
well taps: 102 / 128
repair buffers: 59 / 583
multi-input cells: 213 / 1670
[per-stage QoR]
step           utilization  setup WS (ns)  hold WS [ns]  cells
2_1_floorplan            -           2.11          3.53    235
3_5_place_dp         0.315           1.04          4.72    382
4_1_cts              0.315           1.05          4.71    382
6_report             0.315           1.10          4.71    382
3_3_place_gp         0.315           1.17          4.71    382
5_1_grt              0.315          0.597          4.78    382
[metal layers]
layer  vias up  routed length (um)  GRT usage
met3         0                 376     0.0169
met2        44                2070      0.135
met5         -                   0          0
li1        934                   -          -
met4         0                   0          0
met1       764                2490      0.127
[kinds of logic (layout without fill, tap and decap cells)]
group	count (synthesis)	after routing	synth area share
adders and majority gates	17	17	0.123
xor gates and xnor gates	55	55	0.268
muxes	10	10	0.0564
AOI/OAI and AO/OA	47	47	0.187
and+or+nand+nor	84	84	0.296
buffers and inverters	22	67	0.0690
Power is estimated from default activity; no workload was simulated.
