File: design.v
module Bit (
    input  logic in,
    input  logic load,
    input  logic clk,
    output logic out
);
  always_ff @(posedge clk) begin
    if (load) out <= in;
    else out <= out;
  end
endmodule
module PC (
    input logic [15:0] in,
    input logic reset,
    input logic load,
    input logic inc,
    input logic clk,
    output logic [15:0] out
);
  logic [15:0] reg_in;
  logic update_reg;
  assign update_reg = load || inc || reset;
  Register #(
      .WIDTH(16)
  ) r (
      .in  (reg_in),
      .load(update_reg),
      .clk,
      .out
  );
  always_ff @(posedge clk) begin
    if (reset) reg_in <= 16'h0;
    else if (load) reg_in <= in;
    else if (inc) reg_in <= out + 16'h1;
    else reg_in <= out;
  end
endmodule
module Register #(
    parameter unsigned WIDTH = 16
) (
    input logic [WIDTH-1:0] in,
    input logic load,
    input logic clk,
    output logic [WIDTH-1:0] out
);
  genvar i;
  for (i = 0; i < WIDTH; ++i) begin : gen_
    Bit Bit_ (
        .in (in[i]),
        .load,
        .clk,
        .out(out[i])
    );
  end
endmodule
File: run.sh
#!/bin/bash
# OpenROAD 26Q1-2900-gdf79404cd8, Yosys 0.63+post, stock flow scripts
make -C /OpenROAD-flow-scripts/flow DESIGN_CONFIG=/design/flow/config.mk WORK_HOME=/design/flow/orfs finish
File: config.mk
export PLATFORM = sky130hd
export DESIGN_NAME = PC
export DESIGN_NICKNAME = PC
export VERILOG_FILES = /design/flow/design.v
export SDC_FILE = /design/flow/constraint.sdc
export NUM_CORES = 4
export LEC_CHECK = 1
export CORE_AREA = 10 10 96 96
export DIE_AREA = 0 0 106 106
File: constraint.sdc
current_design PC

set clk_period 2.7
set clk_io_pct 0.2

create_clock -name clk0 -period $clk_period [get_ports {clk}]

set non_clock_inputs [all_inputs -no_clocks]
set_input_delay [expr $clk_period * $clk_io_pct] -clock clk0 $non_clock_inputs
set_output_delay [expr $clk_period * $clk_io_pct] -clock clk0 [all_outputs]
==> impl_summary.log <==
[report] implementation figures
[metrics] ant diodes: 0
[metrics] beginning of the worst hold path: reg_in[2]
[metrics] mean post-synth cell area: 10.5 um^2
[metrics] Die Area: 11200 um^2
[metrics] highest fanout seen on the critical path: 8
[metrics] Fin Setup TNS: 0 ns
[metrics] Pre-antenna DRT Iters: 4
[metrics] cell at the root of the clock tree: clkbuf_8
[metrics] portion of the clock cycle consumed by the worst path in the final layout: 71.7%
[metrics] Crit path required time: 2.87 ns
[metrics] die boundary height: 106 um
[metrics] number of different library cells in the post-synthesis netlist: 24
[metrics] cell count after synthesis: 144
[metrics] area of the mapped netlist: 1510 um^2
[metrics] Worst setup EP type: register
[metrics] shortest period the worst path allows: 1.94 ns
[metrics] Final Slew Violations: 0
[metrics] Detail Placement HPWL: 2.47 mm
[metrics] cell chain of the critical path: clkdlybuf4s50_1 -> nand3_1 -> nor4_1 -> xor2_1 -> o21a_1
[metrics] clock buffer count from CTS: 5
[metrics] flop-to-flop setup slack: 1.11 ns
[metrics] hold_ws: 0.400 ns
[metrics] final instance area: 1960 um^2
[metrics] status: complete, no violations
[metrics] data arrival time of the worst path: 2.11 ns
[metrics] CTS H-tree lvls: 2
[metrics] growth of design area from synthesis to finish: 29.3%
[metrics] kind of cell adding the most delay to the critical path: simple AND/OR/NAND/NOR gates
[metrics] DRT antenna net count: 0
[metrics] Log Warnings: 25
[metrics] number of standard cells reported by yosys: 144
[metrics] clk ins delay skew pair: 0.28 ns
[metrics] number of gates resized after cts: 0
[metrics] Final WS setup: 0.764 ns
[metrics] hold buffers post-CTS: 0
[metrics] gr ovfl total: 0
[metrics] remaining design rule violation count: 0
[metrics] RSZ-0062 raised after global routing: false
[metrics] number of buffer cells added on primary ports: 35
[metrics] weighted congestion reported at the end of routability-driven placement: 0.776
[metrics] number of antenna violations at the first check in global routing: 0
[metrics] share of post-route cells with drive strength above 1: 7.19%
[metrics] Yosys warning total: 2
[metrics] maximum number of pins on one net before global-route repair: 30
[metrics] average wire per cell in the routed design: 12.3 um
[metrics] maximum ir drop on the vdd rail: 0.180 mV
[metrics] post-placement worst setup slack: 0.484 ns
[metrics] overall routed net length: 3.27 mm
[metrics] endpoint of the worst setup timing path: reg_in[13]
[metrics] maximum clock frequency: 516 MHz
[metrics] clk sink count: 32
[metrics] HP Class: reg -> reg
[metrics] largest stage delay on the critical path: 0.64 ns
[metrics] Worst Setup Path Type: in -> reg
[metrics] combinational cell area excluding buffers and inverters: 519 um^2
[metrics] die outline width: 106 um
[metrics] # Post-CTS Setup Buffers: 0
[metrics] via count of the first global-routing pass: 1038
[metrics] Slew headroom: 53.3%
[metrics] Std-Cell Rows: 31
[metrics] max-capacitance violation count: 0
[metrics] cell type of the slowest stage on the worst timing path: clkdlybuf4s50_1
[metrics] vias per cell: 3.76
[metrics] Filler cells: 770
[metrics] routed via count: 1000
[metrics] number of cells traversed by the worst register-to-register path: 5
[metrics] Worst-Margin Slew: 0.700 ns
[metrics] Max Root-Sink Buffers: 2
[metrics] combined global-route utilization of all metal layers: 5.96%
[metrics] PwrDens: 575 nW/um^2
[metrics] critical path depth in cells: 5
[metrics] Startpoint Class: input port
[metrics] effective utilization at floorplan: 21.0%
[metrics] worst path buffer plus inverter count: 1
[metrics] Leak Pwr: 0.755 nW
[metrics] #FFs+latches synth: 32
[metrics] part of the Yosys area used for sequential elements: 52.9%
[metrics] # IOs: 36
[metrics] first-pass GRT wire length: 5.26 mm
[metrics] yosys stat chip area: 1510 um^2
[metrics] final design utilization: 27.1%
[metrics] sequential cell area: 801 um^2
[metrics] CTS tree: yes
[metrics] Hold Fails Final Rpt: 0
[metrics] worst reg2reg path endpoint: reg_in[8]
[metrics] final setup skew: 0.00744 ns
[metrics] clk slew on worst S/H paths: 0.07 ns
[metrics] # setup viols final: 0
[metrics] launch point of the worst path: inc
[metrics] reg-to-reg critical path startpoint: r.gen_[0].Bit_.out
[metrics] core area: 7210 um^2
[metrics] number of violations reported at the end of detailed-routing iteration 0: 66
[metrics] post-place instance area: 1860 um^2
-- per-layer routing --
layer	up-vias	global-route usage, %	wire (um)
li1	524	-	-
met5	-	0	0
met1	445	8.21	1590
met2	28	9.10	1490
met3	3	2.08	171
met4	0	0.870	23
-- worst min-delay path by stage --
stage / end / cells after the start
6_report: r.gen_[2].Bit_.out / 0
5_1_grt: r.gen_[3].Bit_.out / 0
4_1_cts: r.gen_[2].Bit_.out / 0
-- where the power goes --
| part | internal, mW | total [mW] | switching [mW] |
|---|---|---|---|
| combinational | 0.0910 | 0.141 | 0.0502 |
| clock | 0.232 | 0.394 | 0.162 |
| sequential | 0.555 | 0.591 | 0.0360 |
| total | 0.879 | 1.13 | 0.248 |
-- flip-flops by register name (all words and copies together) (netlist names) --
signal           flops
r.gen_.Bit_.out     16
reg_in              16
-- cell usage after synthesis --
library cell,count,share of area [%]
nor4_2,1,0.83
buf_4,16,7.9
a21oi_1,12,4.0
nor2_1,8,2.0
a21o_1,1,0.50
o21a_1,10,5.0
edfxtp_1,16,32
inv_1,13,3.2
mux2i_1,4,2.6
or3_1,2,0.83
xor2_1,9,5.2
xnor2_1,5,2.9
o21ai_0,1,0.33
a21oi_2,1,0.58
nor4_1,5,2.1
nand3_1,3,0.99
buf_2,2,0.66
ha_1,1,0.83
dfxtp_1,16,21
nand2_1,5,1.2
nand4_4,1,1.4
nor3_1,3,0.99
nand4_1,5,2.1
clkbuf_1,4,0.99
-- final cells by class --
cell class                 instances  share of cell area, %
timing repair buffer              37                   18.7
multi-input combinational         77                   26.5
inverter                          13                   2.49
clock buffer                       8                   5.11
sequential                        32                   40.9
tap                               99                   6.33
-- kinds of logic after synthesis --
family                   synth area share [%]
AND/OR/NAND/NOR                          12.4
XOR/XNOR                                 8.10
multiplexers                             2.64
AND-OR/OR-AND                            10.3
flip-flops                               52.9
buffers and inverters                    12.8
adder cells (fa/ha/maj)                 0.826
-- placed cells by master (no fill, tap or decap) --
cell and n:
a21o_1 1, a21oi_1 12, a21oi_2 1, buf_4 2
clkbuf_1 1, clkbuf_8 7, clkdlybuf4s50_1 35, dfxtp_1 16
edfxtp_1 16, ha_1 1, inv_1 13, mux2i_1 4
nand2_1 5, nand3_1 3, nand4_1 5, nand4_4 1
nor2_1 8, nor3_1 3, nor4_1 5, nor4_2 1
o21a_1 10, o21ai_0 1, or3_1 2, xnor2_1 5
xor2_1 9
-- per-stage QoR --
step | power (mW) | instances
finish | 1.13 | 266
global route | 1.18 | 266
CTS | 1.14 | 266
detailed placement | 0.746 | 258
global placement | 0.745 | 258
floorplan | 0.679 | 144
Power is estimated from default activity; no workload was simulated.
